## flow/run.sh

```bash
#!/bin/bash
# OpenROAD 26Q1-2900-gdf79404cd8, Yosys 0.63+post, stock flow scripts
make -C /OpenROAD-flow-scripts/flow DESIGN_CONFIG=/design/flow/config.mk WORK_HOME=/design/flow/orfs finish
```

## flow/constraint.sdc

```tcl
current_design spi_master_reg

set clk_period 1.9
set clk_io_pct 0.2

create_clock -name clk0 -period $clk_period [get_ports {sys_clk}]

set non_clock_inputs [all_inputs -no_clocks]
set_input_delay [expr $clk_period * $clk_io_pct] -clock clk0 $non_clock_inputs
set_output_delay [expr $clk_period * $clk_io_pct] -clock clk0 [all_outputs]
```

## flow/config.mk

```make
export PLATFORM = sky130hd
export DESIGN_NAME = spi_master_reg
export DESIGN_NICKNAME = spi_master_reg
export VERILOG_FILES = /design/flow/design.v
export SDC_FILE = /design/flow/constraint.sdc
export NUM_CORES = 4
export LEC_CHECK = 1
export CORE_UTILIZATION = 40
```

## flow/design.v

```verilog
`timescale 1 ms/ 1 ms
module spi_master_reg #(
  parameter [0:0] CPOL = 1,
  parameter [0:0] CPHA = 0,
  parameter [7:0] WIDTH = 24,
  parameter [2:0] PAUSE = 3,   
  parameter [0:0] BIDIR = 1,
  parameter [7:0] SWAP_DIR_BIT_NUM = 7,    
  parameter [0:0] SCLK_CONST = 0
)(
  input                  n_rst,
  input                  sys_clk,
  output                 sclk,
  input                  miso,
  output                 mosi,
  output                 n_cs,
  inout                  sdio,
  output                 io_update,
  input      [WIDTH-1:0] in_data,
  input                  in_ena,
  output reg             busy,
  output reg [WIDTH-1:0] miso_reg,
  output reg             miso_reg_ena,
  output     [7:0]       my_bit_cnt,
  output                 my_load_cond,
  output                 my_eoframe_cond,
  output     [2:0]       my_pause_cnt
);
reg [WIDTH-1:0] mosi_reg;
reg [7:0] bit_cnt;
reg [2:0] pause_cnt;
reg n_cs_neg;  
reg n_cs_pha;  
wire miso_int;
assign mosi_int = mosi_reg[WIDTH-1];
wire load_cond = !busy & in_ena;
wire eoframe_cond = (bit_cnt == WIDTH - 1'b1);
assign n_cs = n_cs_neg & n_cs_pha;
assign my_bit_cnt = bit_cnt;
assign my_load_cond = load_cond;
assign my_eoframe_cond = eoframe_cond;
assign my_pause_cnt = pause_cnt;
generate
  if(SCLK_CONST)
    assign sclk = CPOL ? !sys_clk : sys_clk;
  else
    assign sclk = n_cs_neg ? CPOL : (CPOL ? !sys_clk : sys_clk);
endgenerate
always @ (negedge sys_clk or negedge n_rst)
  if (!n_rst)
    n_cs_neg <= 1;
  else
    begin
    if (n_cs_neg)
      n_cs_neg <= !load_cond;
    else
      n_cs_neg <= eoframe_cond;
    end
generate
  if (CPOL == CPHA)
    begin
    always@(negedge sys_clk or negedge n_rst)
      if(!n_rst)
        begin
        bit_cnt <= 0;
        n_cs_pha <= 1;
        mosi_reg <= 0;
        pause_cnt <= 0;
        busy <= 0;
        end
      else
        begin
        if(!busy)
          busy <= in_ena;
        else
          busy <= !n_cs_pha | (pause_cnt != PAUSE - 1'b1);
        if(n_cs_pha)
          begin
          n_cs_pha <= !load_cond;
          bit_cnt <= 0;
          end
        else
          begin
          n_cs_pha <= eoframe_cond;
          bit_cnt <= bit_cnt + 1'b1;
          end
        if(load_cond)
          mosi_reg <= in_data;
        else
          mosi_reg <= mosi_reg << 1;
        if(eoframe_cond)
          pause_cnt <= 0;
        else if(pause_cnt != PAUSE - 1'b1)
          pause_cnt <= pause_cnt + 1'b1;
        end
    always@(posedge sys_clk or negedge n_rst)
      if(!n_rst)
        begin
        miso_reg <= 0;
        miso_reg_ena <= 0;
        end
      else
        begin
        if(!n_cs_pha)
          begin
          miso_reg[0] <= miso_int;
          miso_reg[WIDTH-1:1] <= miso_reg[WIDTH-2:0];
          end
        miso_reg_ena <= eoframe_cond;
        end
    end
  else   
    begin
    always@(posedge sys_clk or negedge n_rst)
      if(!n_rst)
        begin
        bit_cnt <= 0;
        n_cs_pha <= 1;
        mosi_reg <= 0;
        pause_cnt <= 0;
        busy <= 0;
        end
      else
        begin
        if(!busy)
          busy <= in_ena;
        else
          busy <= !n_cs_pha | (pause_cnt != PAUSE - 1'b1);
        if(n_cs_pha)
          begin
          n_cs_pha <= !load_cond;
          bit_cnt <= 0;
          end
        else
          begin
          n_cs_pha <= eoframe_cond;
          bit_cnt <= bit_cnt + 1'b1;
          end
        if(load_cond)
          mosi_reg <= in_data;
        else
          mosi_reg <= mosi_reg << 1;
        if(eoframe_cond)
          pause_cnt <= 0;
        else if(pause_cnt != PAUSE - 1'b1)
          pause_cnt <= pause_cnt + 1'b1;
        end
    always@(negedge sys_clk or negedge n_rst)
      if(!n_rst)
        begin
        miso_reg <= 0;
        miso_reg_ena <= 0;
        end
      else
        begin
        if(!n_cs_pha)
          begin
          miso_reg[0] <= miso_int;
          miso_reg[WIDTH-1:1] <= miso_reg[WIDTH-2:0];
          end
        miso_reg_ena <= eoframe_cond;
        end
    end
endgenerate
generate
  if (BIDIR)
    begin
    reg read;
    reg [7:0] z_cnt;
    reg io_update_reg;
    reg high_z;
    assign sdio = high_z ? 1'bz : mosi_int;
    assign miso_int = sdio;
    assign mosi = 0;
    assign io_update = io_update_reg;
    if (CPOL == CPHA)
      always @ (negedge sys_clk or negedge n_rst)
        if (!n_rst)
          begin
          z_cnt <= 0;
          read <= 0;
          io_update_reg <= 0;
          high_z <= 0;
          end
        else
          if (n_cs_pha)
            begin
            z_cnt <= 0;
            read <= 0;
            io_update_reg <= 0;
            high_z <= 0;
            end
          else
            begin
            z_cnt <= z_cnt + 1'b1;
            io_update_reg <= eoframe_cond & !read;
            if (z_cnt == 1'b0)
              read <= mosi_int;
            if ((z_cnt == SWAP_DIR_BIT_NUM) & read)
              high_z <= 1;
            end
    else
      always @ (posedge sys_clk or negedge n_rst)
        if (!n_rst)
          begin
          z_cnt <= 0;
          read <= 0;
          io_update_reg <= 0;
          high_z <= 0;
          end
        else
          if (n_cs_pha)
            begin
            z_cnt <= 0;
            read <= 0;
            io_update_reg <= 0;
            high_z <= 0;
            end
          else
            begin
            z_cnt <= z_cnt + 1'b1;
            io_update_reg <= eoframe_cond & !read;
            if (z_cnt == 1'b0)
              read <= mosi_int;
            if ((z_cnt == SWAP_DIR_BIT_NUM) & read)
              high_z <= 1;
            end
    end
  else
    begin
    assign mosi = mosi_int;
    assign miso_int = miso;
    assign io_update = 0;
    end
endgenerate
endmodule
```

==> run notes <==
Total of buffers placed on input and output ports: 68. sky130_fd_sc_hd__dfrtp_1 takes more of the synthesized area than any other cell. The number of setup buffers added after CTS is 30.

The flow did not finish. The synthesized instance count is 212. The run gives 116 as the post-cts gate resize count. The number of cells reported by Yosys stat comes to 212.

The run gives 0.812 as the placer congestion estimate. The synthesized design contains 73 register bits. For reference, the top cells by count after synthesis are sky130_fd_sc_hd__dfrtp_1, sky130_fd_sc_hd__mux2_2, sky130_fd_sc_hd__dfrtn_1, sky130_fd_sc_hd__nor2_1, sky130_fd_sc_hd__nand3_1.

The die width is 87.8 um, and the chip area in the Yosys report is 0.00294 mm^2. Averaged over all synthesized cells, the footprint is 13.9 um^2. Summing all placed instances gives a cell area of 0.00411 mm^2.

After synthesis, the cell types taking the most area are sky130_fd_sc_hd__dfrtp_1, sky130_fd_sc_hd__dfrtn_1, sky130_fd_sc_hd__mux2_2, sky130_fd_sc_hd__ha_1, sky130_fd_sc_hd__dfstp_2. The run gives 32 as the number of distinct standard cells referenced by the synthesized netlist. The synthesized design contains 0 enable-type register cells. The site row count is 30, and the total standard cell area after synthesis is 0.00294 mm^2. Among all flip-flop cells after synthesis, the most frequent one is sky130_fd_sc_hd__dfrtp_1. The number of hold buffers added after CTS was 0. Of the synthesized area, sequential elements account for 62.1%.

From bottom edge to top edge, the die measures 87.8 um. The first error in the log reads "[error] [KeplerFormal.cpp:679] Workflow failed: Iso has multiple drivers: .sdio0, sdio$_DFF_PN0_.Q0". After synthesis, the share of flip-flops with an asynchronous set or reset is 100%. The HPWL reported at the end of detailed placement was 3710 um.

The tools report the last stage reached as clock tree synthesis. In the floorplan report the effective utilization is 42.4%. The tools report the cell count after placement as 415.

The run gives 3 as the number of warnings reported in the yosys synthesis log. Yosys reports that the leading cell type by area covers 39.1% of the netlist area. The top-level I/O count is 72.
==> through the flow <==
step	TNS, ps	total power [mW]	util, %	worst slack, ps
after floorplan	-8070	3.79	-	-519
after global placement	-17170	5.21	59.1	-515
after detailed placement	-17310	5.24	59.1	-506
==> logic make-up after synthesis <==
kind of cell	Yosys count	synth area share, %
xor gates and xnor gates	7	2.08
other	1	0.127
and+or+nand+nor	47	8.71
adders and majority gates	5	2.12
muxes	50	19.0
buffers and inverters	15	3.27
AOI/OAI and AO/OA	14	2.59
DFF	73	62.1
Power and IR drop assume default switching activity.
